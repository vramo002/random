==> ./design.v <==
`timescale 1ns / 1ps
module square_wave_generator(
        input logic clk, reset,
        input logic [3:0] m,
        input logic [3:0] n,
        output logic square_wave
    );
    logic [3:0] r_next, r_reg;
    logic [3:0] a_next, a_reg;
    logic [3:0] sw_next, sw_reg;
    logic [3:0] r_r_next; 
    logic [3:0] a_a_next;
    always_ff @(posedge clk, posedge reset)
    begin 
        if (reset)
        begin
            r_reg <= 0;
            a_reg <= 0;
            sw_reg <= 0;
        end
        else
        begin
            r_reg <= r_next;
            a_reg <= a_next;
            sw_reg <= sw_next;
        end
    end
    assign r_r_next = r_reg + 1;
    always_comb
    begin
        r_next = r_r_next;
        a_a_next = a_reg;
        if(r_reg == 10-1)
        begin
            a_a_next = a_reg + 1;
            r_next = 0;
        end
    end
    always_comb 
    begin 
        a_next = a_a_next; 
        sw_next = sw_reg;
        if(sw_reg == 0 && a_reg == m && m != 0)
        begin
            sw_next = 1;
            a_next = 0;
        end
        if(sw_reg == 1 && a_reg == n && n != 0)
        begin
            sw_next = 0;
            a_next = 0;
        end
    end
    assign square_wave = sw_reg;
endmodule
==> ./run.sh <==
#!/bin/bash
# OpenROAD 26Q1-2900-gdf79404cd8, Yosys 0.63+post, stock flow scripts
make -C /OpenROAD-flow-scripts/flow DESIGN_CONFIG=/design/flow/config.mk WORK_HOME=/design/flow/orfs finish
==> ./config.mk <==
export PLATFORM = sky130hd
export DESIGN_NAME = square_wave_generator
export DESIGN_NICKNAME = square_wave_generator
export VERILOG_FILES = /design/flow/design.v
export SDC_FILE = /design/flow/constraint.sdc
export NUM_CORES = 4
export LEC_CHECK = 1
export CORE_AREA = 10 10 70 70
export DIE_AREA = 0 0 80 80
==> ./constraint.sdc <==
current_design square_wave_generator

set clk_period 2.4
set clk_io_pct 0.2

create_clock -name clk0 -period $clk_period [get_ports {clk}]

set non_clock_inputs [all_inputs -no_clocks]
set_input_delay [expr $clk_period * $clk_io_pct] -clock clk0 $non_clock_inputs
set_output_delay [expr $clk_period * $clk_io_pct] -clock clk0 [all_outputs]
==> results.toml <==
# generated from flow reports
[synthesis]
yosys_warnings = 1
ys_types = 21
yosys-stat-cells = 53
postSynthSeqShare_pct = 41.8
synth.cells.most_frequent = "dfrtp_1 (9), nor2_1 (7), xnor2_1 (5), xor2_1 (5), nand2_1 (4)"
yosysChipArea_um2 = 539
post_synth_inst_count = 53
synth-async-reset-ratio_pct = 100
enable_flop_cells = 0
postSynth.topFlopCell = "dfrtp_1"
syn_area_per_cell_um2 = 10.2
synth.largest_area_cell = "dfrtp_1"
postSynthRegisterBits = 9
synth.top_cells.by_area = "dfrtp_1 (42%), xnor2_1 (8.1%), xor2_1 (8.1%), nor2_1 (4.9%), nor4_4 (3.9%)"
synthesis.area_um2 = 539
synth_top_cell_by_count = "dfrtp_1"
synth_top_area_share_pct = 41.8

[global_routing]
global_route.usage.met2_pct = 5.38
grt-busiest-layer = "met2"
grt_util_met1_pct = 3.99
number_of_global_route_vias_before_repair = 412
grt-ovfl-total = 0
grt_first_pass_wirelength_um = 1800
global_route.usage.total_pct = 3.36
grt_antenna_before_repair = 0
grt_start_max_net_pins = 10
globalRouteMet3Util_pct = 0.909

[timing]
worst_clock_skew_ns = 0.00379
number_of_pins_with_negative_max_slew_slack_in_the_final_report = 0
setup_total_negative_slack_ns = 0
worst-slew-pin-transition_ns = 0.348
rsz_0062_raised_after_global_routing = "no"
finalHoldViolations = 0
worst_hold_slack_ns = 0.486
finalWorstPathRequiredPeriod_ns = 1.66
maxClockFrequency_mhz = 601
setup-violations-final = 0
post_layout_period_usage_pct = 69.4
slew_headroom_pct = 76.8

[floorplan]
die_h_um = 80
rows = 21
floorplan.initialDensity_pct = 15.8
core_area_um2 = 3420
die_outline_area_um2 = 6400
dieWidth_um = 80
floorplan.io_pins = 11

[worst_hold_path]
timing.hold.worst.class = "in2async"

[worst_setup_path]
endpoint_kind = "output port"
critical_path_cell_sequence = "clkdlybuf4s50_1"
worstSetupPathType = "reg2out"
slowest_stage = "clkdlybuf4s50_1"
timing.critical_path.required_ns = 1.92
critPathLaunchType = "flop"
critPathTopFamily = "buffers and inverters"
worst-path-stages = 1
slowest_delay_ns = 0.50
worstPathArrival_ns = 1.18
ff2ff_path_depth = 4
critical_path.n_buffers_inverters = 1
crit_fanout = 4

[clocking]
post_cts_resize_count = 0
ctsLongestPathBuffers = 2
cts_setup_buffers = 0
cts_buffers = 3
cts_root_buf = "clkbuf_4"
clock_insertion_delay_worst_skew_ns = 0.25
cts_sinks = 9
clk_transition_reported_paths_ns = 0.06
cts_tree = "done"
cts_hold_buffers = 0
htree_levels = 1

[power]
ir_drop_uv = 141
pwr_density_cell_nw_per_um2 = 780
power_leakage_nw = 0.281

[detailed_routing]
drc_errors = 0
route.antenna.remaining_nets = 0
detail_route.vias_per_cell = 3.55
via_count = 398
wl_per_cell_um = 9.39
drt_first_pass_iters = 4
route.antenna.diode_count = 0
detailedRoute.firstIterationViolations = 24
finalWirelength_um = 1050

[placement]
place.detailed.hpwl_um = 840
port_buffers = 10
place_congestion = 0.784

[run]
max-cap-violations = 0
openroad.warnings = 25

[layout]
syn_to_final_growth_pct = 32.0
final_layout_size_suffix_gt1_share_pct = 12.1

[outcome]
outcome = "finished, final reports clean"
-- routing by layer --
layer,share of wire [%],vias to the layer above
met5,0,-
met4,3.4,0
met3,3.9,2
met2,47,7
met1,45,184
li1,-,205
-- through the flow --
stage          cells  worst slack [ns]  util (%)  cell area (um2)  total power [mW]
6_report         112             0.736      20.8              712             0.555
5_1_grt          112             0.665      20.8              712             0.614
2_1_floorplan     53              1.08         -              539             0.389
3_3_place_gp     108             0.568      20.1              686             0.443
3_5_place_dp     108             0.569      20.1              686             0.446
4_1_cts          112             0.715      20.8              712             0.565
-- cell families (layout without fill, tap and decap cells) --
family / count (synthesis) / count (layout) / synth area share (%)
compound gates: 7 / 7 / 9.05
xor+xnor: 10 / 10 / 16.2
fa+ha+maj: 1 / 1 / 2.32
buf+inv: 4 / 17 / 4.18
flops: 9 / 9 / 41.8
mux: 3 / 3 / 5.80
simple gates: 19 / 19 / 20.7
-- cell type report --
cell class | instances | area (um2)
fillers | 377 | 2700
multi-input cells | 40 | 292
flip-flops and latches | 9 | 225
repair buffers | 10 | 100
well taps | 46 | 57.6
clock buffers | 4 | 26.3
inverters | 3 | 11.3
-- layout by cell type (no fill, tap or decap), drive strengths merged, types with 2 or more instances in the layout --
cell	Yosys	layout
o21ai	2	2
inv	3	3
nand4	2	2
clkbuf	0	4
xnor2	5	5
nor2	7	7
nand2	4	4
clkdlybuf4s50	0	10
dfrtp	9	9
xor2	5	5
a21oi	3	3
mux2i	2	2
-- where the power goes --
part           leakage, nW  total [mW]  switching, mW  internal, mW
Combinational        0.151       0.189         0.0856         0.104
Sequential           0.115       0.255         0.0655         0.189
Clock               0.0150       0.111         0.0476        0.0637
-- final timing paths --
path | to | from | slack (ns)
max reg2reg | a_reg[1]$_DFFE_PP0P_ | a_reg[2]$_DFFE_PP0P_ | 1.04
min reg2reg | r_reg[0]$_DFF_PP0_ | r_reg[0]$_DFF_PP0_ | 0.51
max | square_wave | sw_reg[0]$_DFFE_PP0P_ | 0.74
max in group asynchronous | r_reg[3]$_DFF_PP0_ | reset | 1.66
min | a_reg[0]$_DFFE_PP0P_ | reset | 0.49
min in group clk0 | r_reg[0]$_DFF_PP0_ | r_reg[0]$_DFF_PP0_ | 0.51
Power figures rest on the tool's default switching activity, not on a simulated workload.
